### /design/flow/constraint.sdc
current_design alu

set clk_period 26.8
set clk_io_pct 0.2

create_clock -name clk0 -period $clk_period

set non_clock_inputs [all_inputs -no_clocks]
set_input_delay [expr $clk_period * $clk_io_pct] -clock clk0 $non_clock_inputs
set_output_delay [expr $clk_period * $clk_io_pct] -clock clk0 [all_outputs]
### /design/flow/config.mk
export PLATFORM = sky130hd
export DESIGN_NAME = alu
export DESIGN_NICKNAME = alu
export VERILOG_FILES = /design/flow/design.v
export SDC_FILE = /design/flow/constraint.sdc
export NUM_CORES = 4
export LEC_CHECK = 1
export CORE_UTILIZATION = 30
### /design/flow/run.sh
#!/bin/bash
# OpenROAD 26Q1-2900-gdf79404cd8, Yosys 0.63+post, stock flow scripts
make -C /OpenROAD-flow-scripts/flow DESIGN_CONFIG=/design/flow/config.mk WORK_HOME=/design/flow/orfs finish
### /design/flow/design.v
module alu(
	output reg [31:0] result_lo,
	output reg [31:0] result_hi,
	output zero,
	input [31:0] a,
	input [31:0] b,
	input [4:0] shamt,
	input [2:0] alu_ctr);
	localparam 	ADD = 3'b000, 
					SUB = 3'b001, 
					MULT = 3'b010, 
					AND = 3'b011, 
					OR = 3'b100, 
					SLT = 3'b101, 
					SRL = 3'b110, 
					SLL = 3'b111;
	wire [31:0] wr_add, wr_and, wr_or, wr_slt, wr_shift;
	wire [63:0] wr_mult;
	wire overflow, left_shift_enable, sub_enable;
	assign sub_enable = (alu_ctr == SUB | alu_ctr == SLT); 
	assign left_shift_enable = (alu_ctr == SLL);
	full_adder_subtractor32 adder(
		.sum(wr_add),
		.cout(overflow),
		.a(a),
		.b(b),
		.cin(sub_enable),
		.sub_en(sub_enable));
	shifter right_left_shift(
		.shifted_data(wr_shift),
		.data(a),
		.shamt(shamt),
		.left_shift_enable(left_shift_enable));
	assign wr_and = a & b;
	assign wr_or = a | b;
	assign wr_mult = a * b;
	assign wr_slt = {31'b0, wr_add[31]};
	assign zero = ~|wr_add; 
	always @ (*) begin
		result_hi = 32'b0;
		case (alu_ctr) 
			ADD, 
			SUB: begin
				result_lo <= wr_add;  
			end
			MULT: begin 
				result_hi <= wr_mult[63:32]; 
				result_lo <= wr_mult[31:0];  
			end
			AND: begin
				result_lo <= wr_and;  
			end
			OR: begin
				result_lo <= wr_or;  
			end
			SLT: begin
				result_lo <= wr_slt;  
			end
			SRL,
			SLL: begin
				result_lo <= wr_shift; 
			end
		endcase
	end
endmodule
module bit_reverser(
	output reg [31:0] reversed_data,
	input [31:0] data);
	integer i;
	always @ (*) begin
		for (i = 0; i < 32; i = i + 1) begin
			reversed_data[31 - i] = data[i];
		end
	end
endmodule
module full_adder(
	output sum,
	output cout,
	input a,
	input b,
	input cin);
	wire cout0, cout1, out;
	half_adder adder1(
		.sum(out), 
		.carry(cout0),
		.a(a), 
		.b(b)); 
	half_adder adder2(
		.sum(sum), 
		.carry(cout1),
		.a(out), 
		.b(cin)); 
    assign cout = cout0 | cout1;
endmodule
module full_adder_subtractor(
	output sum,
	output cout,
	input a,
	input b,
	input cin,
	input sub_en);
	wire b_xor;
	assign b_xor = b ^ sub_en; 
 	full_adder fa(
		.sum(sum),
		.cout(cout),
		.a(a),
		.b(b_xor),
		.cin(cin));
endmodule
module full_adder_subtractor32(
	output [31:0] sum,
	output cout,
	input [31:0] a,
	input [31:0] b,
	input cin,
	input sub_en);
	wire [6:0] carry;
	full_adder_subtractor4 adder1(
		.sum(sum[3:0]),
		.cout(carry[0]),
		.a(a[3:0]),
		.b(b[3:0]),
		.cin(cin),
		.sub_en(sub_en));
	full_adder_subtractor4 adder2(
		.sum(sum[7:4]),
		.cout(carry[1]),
		.a(a[7:4]),
		.b(b[7:4]),
		.cin(carry[0]),
		.sub_en(sub_en));
	full_adder_subtractor4 adder3(
		.sum(sum[11:8]),
		.cout(carry[2]),
		.a(a[11:8]),
		.b(b[11:8]),
		.cin(carry[1]),
		.sub_en(sub_en));
	full_adder_subtractor4 adder4(
		.sum(sum[15:12]),
		.cout(carry[3]),
		.a(a[15:12]),
		.b(b[15:12]),
		.cin(carry[2]),
		.sub_en(sub_en));
	full_adder_subtractor4 adder5(
		.sum(sum[19:16]),
		.cout(carry[4]),
		.a(a[19:16]),
		.b(b[19:16]),
		.cin(carry[3]),
		.sub_en(sub_en));
	full_adder_subtractor4 adder6(
		.sum(sum[23:20]),
		.cout(carry[5]),
		.a(a[23:20]),
		.b(b[23:20]),
		.cin(carry[4]),
		.sub_en(sub_en));
	full_adder_subtractor4 adder7(
		.sum(sum[27:24]),
		.cout(carry[6]),
		.a(a[27:24]),
		.b(b[27:24]),
		.cin(carry[5]),
		.sub_en(sub_en));
	full_adder_subtractor4 adder8(
		.sum(sum[31:28]),
		.cout(cout),
		.a(a[31:28]),
		.b(b[31:28]),
		.cin(carry[6]),
		.sub_en(sub_en));
endmodule
module full_adder_subtractor4(
	output [3:0] sum,
	output cout,
	input [3:0] a,
	input [3:0] b,
	input cin,
	input sub_en);
	wire [2:0] carry;
	full_adder_subtractor adder1(
		.sum(sum[0]),
		.cout(carry[0]),
		.a(a[0]),
		.b(b[0]),
		.cin(cin),
		.sub_en(sub_en));
	full_adder_subtractor adder2(
		.sum(sum[1]),
		.cout(carry[1]),
		.a(a[1]),
		.b(b[1]),
		.cin(carry[0]),
		.sub_en(sub_en));
	full_adder_subtractor adder3(
		.sum(sum[2]),
		.cout(carry[2]),
		.a(a[2]),
		.b(b[2]),
		.cin(carry[1]),
		.sub_en(sub_en));
	full_adder_subtractor adder4(
		.sum(sum[3]),
		.cout(cout),
		.a(a[3]),
		.b(b[3]),
		.cin(carry[2]),
		.sub_en(sub_en));
endmodule
module half_adder(
    output sum,
    output carry,
    input a,
    input b);
    assign sum = a ^ b;
    assign carry = a & b;
endmodule
module right_shift(
	output [31:0] shifted_data,
	input [31:0] data,
	input shift_enable);
	assign shifted_data[31] = shift_enable ? 1'b0 : data[31]; 
	assign shifted_data[30] = shift_enable ? data[31] : data[30]; 
	assign shifted_data[29] = shift_enable ? data[30] : data[29]; 
	assign shifted_data[28] = shift_enable ? data[29] : data[28]; 
	assign shifted_data[27] = shift_enable ? data[28] : data[27]; 
	assign shifted_data[26] = shift_enable ? data[27] : data[26]; 
	assign shifted_data[25] = shift_enable ? data[26] : data[25]; 
	assign shifted_data[24] = shift_enable ? data[25] : data[24]; 
	assign shifted_data[23] = shift_enable ? data[24] : data[23]; 
	assign shifted_data[22] = shift_enable ? data[23] : data[22]; 
	assign shifted_data[21] = shift_enable ? data[22] : data[21]; 
	assign shifted_data[20] = shift_enable ? data[21] : data[20]; 
	assign shifted_data[19] = shift_enable ? data[20] : data[19]; 
	assign shifted_data[18] = shift_enable ? data[19] : data[18]; 
	assign shifted_data[17] = shift_enable ? data[18] : data[17]; 
	assign shifted_data[16] = shift_enable ? data[17] : data[16]; 
	assign shifted_data[15] = shift_enable ? data[16] : data[15]; 
	assign shifted_data[14] = shift_enable ? data[15] : data[14]; 
	assign shifted_data[13] = shift_enable ? data[14] : data[13]; 
	assign shifted_data[12] = shift_enable ? data[13] : data[12]; 
	assign shifted_data[11] = shift_enable ? data[12] : data[11]; 
	assign shifted_data[10] = shift_enable ? data[11] : data[10]; 
	assign shifted_data[9] = shift_enable ? data[10] : data[9]; 
	assign shifted_data[8] = shift_enable ? data[9] : data[8]; 
	assign shifted_data[7] = shift_enable ? data[8] : data[7]; 
	assign shifted_data[6] = shift_enable ? data[7] : data[6]; 
	assign shifted_data[5] = shift_enable ? data[6] : data[5]; 
	assign shifted_data[4] = shift_enable ? data[5] : data[4]; 
	assign shifted_data[3] = shift_enable ? data[4] : data[3]; 
	assign shifted_data[2] = shift_enable ? data[3] : data[2]; 
	assign shifted_data[1] = shift_enable ? data[2] : data[1]; 
	assign shifted_data[0] = shift_enable ? data[1] : data[0]; 
endmodule
module right_shift16(
	output [31:0] shifted_data,
	input [31:0] data,
	input shift_enable);
    assign shifted_data[31] = shift_enable ? 1'b0 : data[31]; 
	assign shifted_data[30] = shift_enable ? 1'b0 : data[30]; 
	assign shifted_data[29] = shift_enable ? 1'b0 : data[29]; 
	assign shifted_data[28] = shift_enable ? 1'b0 : data[28]; 
	assign shifted_data[27] = shift_enable ? 1'b0 : data[27]; 
	assign shifted_data[26] = shift_enable ? 1'b0 : data[26]; 
	assign shifted_data[25] = shift_enable ? 1'b0 : data[25]; 
	assign shifted_data[24] = shift_enable ? 1'b0 : data[24]; 
	assign shifted_data[23] = shift_enable ? 1'b0 : data[23]; 
	assign shifted_data[22] = shift_enable ? 1'b0 : data[22]; 
	assign shifted_data[21] = shift_enable ? 1'b0 : data[21]; 
	assign shifted_data[20] = shift_enable ? 1'b0 : data[20]; 
	assign shifted_data[19] = shift_enable ? 1'b0 : data[19]; 
	assign shifted_data[18] = shift_enable ? 1'b0 : data[18]; 
	assign shifted_data[17] = shift_enable ? 1'b0 : data[17]; 
	assign shifted_data[16] = shift_enable ? 1'b0 : data[16]; 
	assign shifted_data[15] = shift_enable ? data[31] : data[15]; 
	assign shifted_data[14] = shift_enable ? data[30] : data[14]; 
	assign shifted_data[13] = shift_enable ? data[29] : data[13]; 
	assign shifted_data[12] = shift_enable ? data[28] : data[12]; 
	assign shifted_data[11] = shift_enable ? data[27] : data[11]; 
	assign shifted_data[10] = shift_enable ? data[26] : data[10]; 
	assign shifted_data[9] = shift_enable ? data[25] : data[9]; 
	assign shifted_data[8] = shift_enable ? data[24] : data[8]; 
	assign shifted_data[7] = shift_enable ? data[23] : data[7]; 
	assign shifted_data[6] = shift_enable ? data[22] : data[6]; 
	assign shifted_data[5] = shift_enable ? data[21] : data[5]; 
	assign shifted_data[4] = shift_enable ? data[20] : data[4]; 
	assign shifted_data[3] = shift_enable ? data[19] : data[3]; 
	assign shifted_data[2] = shift_enable ? data[18] : data[2]; 
	assign shifted_data[1] = shift_enable ? data[17] : data[1]; 
	assign shifted_data[0] = shift_enable ? data[16] : data[0]; 
endmodule
module right_shift2(
	output [31:0] shifted_data,
	input [31:0] data,
	input shift_enable);
	assign shifted_data[31] = shift_enable ? 1'b0 : data[31]; 
	assign shifted_data[30] = shift_enable ? 1'b0 : data[30]; 
	assign shifted_data[29] = shift_enable ? data[31] : data[29]; 
	assign shifted_data[28] = shift_enable ? data[30] : data[28]; 
	assign shifted_data[27] = shift_enable ? data[29] : data[27]; 
	assign shifted_data[26] = shift_enable ? data[28] : data[26]; 
	assign shifted_data[25] = shift_enable ? data[27] : data[25]; 
	assign shifted_data[24] = shift_enable ? data[26] : data[24]; 
	assign shifted_data[23] = shift_enable ? data[25] : data[23]; 
	assign shifted_data[22] = shift_enable ? data[24] : data[22]; 
	assign shifted_data[21] = shift_enable ? data[23] : data[21]; 
	assign shifted_data[20] = shift_enable ? data[22] : data[20]; 
	assign shifted_data[19] = shift_enable ? data[21] : data[19]; 
	assign shifted_data[18] = shift_enable ? data[20] : data[18]; 
	assign shifted_data[17] = shift_enable ? data[19] : data[17]; 
	assign shifted_data[16] = shift_enable ? data[18] : data[16]; 
	assign shifted_data[15] = shift_enable ? data[17] : data[15]; 
	assign shifted_data[14] = shift_enable ? data[16] : data[14]; 
	assign shifted_data[13] = shift_enable ? data[15] : data[13]; 
	assign shifted_data[12] = shift_enable ? data[14] : data[12]; 
	assign shifted_data[11] = shift_enable ? data[13] : data[11]; 
	assign shifted_data[10] = shift_enable ? data[12] : data[10]; 
	assign shifted_data[9] = shift_enable ? data[11] : data[9]; 
	assign shifted_data[8] = shift_enable ? data[10] : data[8]; 
	assign shifted_data[7] = shift_enable ? data[9] : data[7]; 
	assign shifted_data[6] = shift_enable ? data[8] : data[6]; 
	assign shifted_data[5] = shift_enable ? data[7] : data[5]; 
	assign shifted_data[4] = shift_enable ? data[6] : data[4]; 
	assign shifted_data[3] = shift_enable ? data[5] : data[3]; 
	assign shifted_data[2] = shift_enable ? data[4] : data[2]; 
	assign shifted_data[1] = shift_enable ? data[3] : data[1]; 
	assign shifted_data[0] = shift_enable ? data[2] : data[0]; 
endmodule
module right_shift4(
	output [31:0] shifted_data,
	input [31:0] data,
	input shift_enable);
	assign shifted_data[31] = shift_enable ? 1'b0 : data[31]; 
	assign shifted_data[30] = shift_enable ? 1'b0 : data[30]; 
	assign shifted_data[29] = shift_enable ? 1'b0 : data[29]; 
	assign shifted_data[28] = shift_enable ? 1'b0 : data[28]; 
	assign shifted_data[27] = shift_enable ? data[31] : data[27]; 
	assign shifted_data[26] = shift_enable ? data[30] : data[26]; 
	assign shifted_data[25] = shift_enable ? data[29] : data[25]; 
	assign shifted_data[24] = shift_enable ? data[28] : data[24]; 
	assign shifted_data[23] = shift_enable ? data[27] : data[23]; 
	assign shifted_data[22] = shift_enable ? data[26] : data[22]; 
	assign shifted_data[21] = shift_enable ? data[25] : data[21]; 
	assign shifted_data[20] = shift_enable ? data[24] : data[20]; 
	assign shifted_data[19] = shift_enable ? data[23] : data[19]; 
	assign shifted_data[18] = shift_enable ? data[22] : data[18]; 
	assign shifted_data[17] = shift_enable ? data[21] : data[17]; 
	assign shifted_data[16] = shift_enable ? data[20] : data[16]; 
	assign shifted_data[15] = shift_enable ? data[19] : data[15]; 
	assign shifted_data[14] = shift_enable ? data[18] : data[14]; 
	assign shifted_data[13] = shift_enable ? data[17] : data[13]; 
	assign shifted_data[12] = shift_enable ? data[16] : data[12]; 
	assign shifted_data[11] = shift_enable ? data[15] : data[11]; 
	assign shifted_data[10] = shift_enable ? data[14] : data[10]; 
	assign shifted_data[9] = shift_enable ? data[13] : data[9]; 
	assign shifted_data[8] = shift_enable ? data[12] : data[8]; 
	assign shifted_data[7] = shift_enable ? data[11] : data[7]; 
	assign shifted_data[6] = shift_enable ? data[10] : data[6]; 
	assign shifted_data[5] = shift_enable ? data[9] : data[5]; 
	assign shifted_data[4] = shift_enable ? data[8] : data[4]; 
	assign shifted_data[3] = shift_enable ? data[7] : data[3]; 
	assign shifted_data[2] = shift_enable ? data[6] : data[2]; 
	assign shifted_data[1] = shift_enable ? data[5] : data[1]; 
	assign shifted_data[0] = shift_enable ? data[4] : data[0]; 
endmodule
module right_shift8(
	output [31:0] shifted_data,
	input [31:0] data,
	input shift_enable);
	assign shifted_data[31] = shift_enable ? 1'b0 : data[31]; 
	assign shifted_data[30] = shift_enable ? 1'b0 : data[30]; 
	assign shifted_data[29] = shift_enable ? 1'b0 : data[29]; 
	assign shifted_data[28] = shift_enable ? 1'b0 : data[28]; 
	assign shifted_data[27] = shift_enable ? 1'b0 : data[27]; 
	assign shifted_data[26] = shift_enable ? 1'b0 : data[26]; 
	assign shifted_data[25] = shift_enable ? 1'b0 : data[25]; 
	assign shifted_data[24] = shift_enable ? 1'b0 : data[24]; 
	assign shifted_data[23] = shift_enable ? data[31] : data[23]; 
	assign shifted_data[22] = shift_enable ? data[30] : data[22]; 
	assign shifted_data[21] = shift_enable ? data[29] : data[21]; 
	assign shifted_data[20] = shift_enable ? data[28] : data[20]; 
	assign shifted_data[19] = shift_enable ? data[27] : data[19]; 
	assign shifted_data[18] = shift_enable ? data[26] : data[18]; 
	assign shifted_data[17] = shift_enable ? data[25] : data[17]; 
	assign shifted_data[16] = shift_enable ? data[24] : data[16]; 
	assign shifted_data[15] = shift_enable ? data[23] : data[15]; 
	assign shifted_data[14] = shift_enable ? data[22] : data[14]; 
	assign shifted_data[13] = shift_enable ? data[21] : data[13]; 
	assign shifted_data[12] = shift_enable ? data[20] : data[12]; 
	assign shifted_data[11] = shift_enable ? data[19] : data[11]; 
	assign shifted_data[10] = shift_enable ? data[18] : data[10]; 
	assign shifted_data[9] = shift_enable ? data[17] : data[9]; 
	assign shifted_data[8] = shift_enable ? data[16] : data[8]; 
	assign shifted_data[7] = shift_enable ? data[15] : data[7]; 
	assign shifted_data[6] = shift_enable ? data[14] : data[6]; 
	assign shifted_data[5] = shift_enable ? data[13] : data[5]; 
	assign shifted_data[4] = shift_enable ? data[12] : data[4]; 
	assign shifted_data[3] = shift_enable ? data[11] : data[3]; 
	assign shifted_data[2] = shift_enable ? data[10] : data[2]; 
	assign shifted_data[1] = shift_enable ? data[9] : data[1]; 
	assign shifted_data[0] = shift_enable ? data[8] : data[0]; 
endmodule
module shifter(
	output [31:0] shifted_data,
	input [31:0] data,
	input [4:0] shamt,
    input left_shift_enable);
    wire [31:0] shifted [4:0]; 
    wire [31:0] shifter_in, reversed_in, reversed_out;
    bit_reverser reverser1(
	    .reversed_data(reversed_in),
	    .data(data));
    assign shifter_in = left_shift_enable ? reversed_in : data;
    right_shift shift1(
	    .shifted_data(shifted[0]),
	    .data(shifter_in),
	    .shift_enable(shamt[0]));
    right_shift2 shift2(
	    .shifted_data(shifted[1]),
	    .data(shifted[0]),
	    .shift_enable(shamt[1]));
    right_shift4 shift4(
	    .shifted_data(shifted[2]),
	    .data(shifted[1]),
	    .shift_enable(shamt[2]));
    right_shift8 shift8(
	    .shifted_data(shifted[3]),
	    .data(shifted[2]),
	    .shift_enable(shamt[3]));
    right_shift16 shift16(
	    .shifted_data(shifted[4]),
	    .data(shifted[3]),
	    .shift_enable(shamt[4]));
    bit_reverser reverse2(
	    .reversed_data(reversed_out),
	    .data(shifted[4]));
    assign shifted_data = left_shift_enable ? reversed_out : shifted[4];
endmodule
==> impl_metrics.env <==
# source this file to load flow results
export IMPL_gp_congestion=1.04
export IMPL_num_clock_buffers=0
export IMPL_finalHoldViolations=0
export IMPL_die_w_um=356
export IMPL_overflow=0
export IMPL_wl_per_cell_um=19.5
export IMPL_max_stage_delay_ps=530
export IMPL_final_cell_count_no_fill=6035
export IMPL_syn_to_final_growth_pct=7.44
export IMPL_cp_arrival_ps=20640
export IMPL_worstMarginPinSlew_ps=979
export IMPL_track_usage=0.205
export IMPL_n_fill_cell=12800
export IMPL_antenna_found_initial=3
export IMPL_cp_num_buf_inv=6
export IMPL_crit_path_start_kind="input pin"
export IMPL_end_kind="primary output"
export IMPL_yosysUniqueCellTypes=71
export IMPL_syn_area_per_cell_um2=8.35
export IMPL_regArea_um2=0
export IMPL_layout_drive_gt1_share=0.0302
export IMPL_maxCapViolCount=0
export IMPL_leakage_nw=20.2
export IMPL_ys_warn_count=3
export IMPL_placed_cells=6033
export IMPL_core_util_floorplan=0.303
export IMPL_holdPathStages=5
export IMPL_grt_pass1_wl_um=190000
export IMPL_grt_max_degree=49
export IMPL_grt_pass1_vias=32500
export IMPL_min_to="result_lo[0]"
export IMPL_io_pins=137
export IMPL_dieArea_um2=127000
export IMPL_ant_nets=0
export IMPL_hold_buffers=0
export IMPL_hpwlAfterDp_um=92600
export IMPL_switching_share=0.622
export IMPL_p_sw_w=0.0101
export IMPL_drv_slew=0
export IMPL_setup_viol=0
export IMPL_cp_slowest_cell="fa_1"
export IMPL_cp_common_cell="fa_1"
export IMPL_ys_area_um2=37600
export IMPL_num_vias=29700
export IMPL_period_used=0.970
export IMPL_warnings=33
export IMPL_required_ps=21440
export IMPL_final_cell_mix="inv_1, fa_1, nand2_1, ha_1, and2_1"
export IMPL_core_area_um2=124000
export IMPL_run_status="finished, final reports clean"
export IMPL_power_internal_w=0.00615
export IMPL_critPathTopFamily="adder cells"
export IMPL_crit_type="in -> out"
export IMPL_hp_start="alu_ctr[1]"
export IMPL_flops=0
export IMPL_drc=0
export IMPL_post_drt_via_cell_ratio=4.91
export IMPL_path_max_fanout=30
export IMPL_setup_tns_ps=0
export IMPL_relSlewSlack=0.341
export IMPL_powerDensity_nw_per_um2=403
export IMPL_synthCells=4501
export IMPL_drtIter0Drc=1594
export IMPL_wirelength_um=118000
export IMPL_rows=129
export IMPL_synth_area_um2=37600
export IMPL_first_pass_iters=23
export IMPL_max_freq_ghz=0.0385
export IMPL_final_common_cell="inv_1"
export IMPL_vdd_drop_max_mv=0.716
export IMPL_die_y_um=356
export IMPL_ys_seq_frac=0
export IMPL_portBuffers=137
export IMPL_min_period_ps=26000
export IMPL_yosysCellCount=4501
export IMPL_rsz0062_at_grt="false"
export IMPL_hold_class="in -> out"
layer usage:
layer | track usage | up-vias | wire [um]
met5 | 0.00151 | - | 0
met3 | 0.0997 | 188 | 15100
met4 | 0.0509 | 0 | 3820
li1 | - | 13100 | -
met1 | 0.280 | 15000 | 47700
met2 | 0.297 | 1325 | 51100
cell usage after synthesis (6+ instances only):
library cell	n	area, um2
and2_1	236	1480
nand2_1	870	3270
a221oi_1	14	123
xnor2_1	64	561
o21ai_0	68	340
clkbuf_1	308	1160
o221ai_1	8	70.1
fa_1	926	18500
a21o_1	51	383
nor2_1	88	330
o211ai_1	9	67.6
mux4_2	7	158
mux2i_1	98	981
nand4_1	23	144
o21a_1	12	90.1
buf_1	12	45.0
and3_1	16	100
nor3_1	17	85.1
xor2_1	25	219
nand3_1	20	100
a31oi_1	19	119
a211oi_1	30	225
ha_1	265	3320
buf_2	11	55.1
nand2b_1	10	62.6
o21ai_1	15	75.1
inv_1	1004	3770
o22ai_1	10	62.6
nor2b_1	18	113
o21bai_1	9	67.6
a21boi_0	6	45.0
a21oi_1	167	836
kinds of logic (layout without fill, tap and decap cells):
group / Yosys count / after routing / synth area share
AND/OR/NAND/NOR: 1318 / 1318 / 0.155
multiplexers: 107 / 107 / 0.0309
adder cells (fa/ha/maj): 1191 / 1191 / 0.582
AND-OR/OR-AND: 459 / 459 / 0.0775
XOR/XNOR: 89 / 89 / 0.0207
buffers and inverters: 1337 / 1233 / 0.134
other: 0 / 1 / 0
layout make-up:
cell class	instances	area [um2]	share of cell area
antenna	1	2.50	0.0000620
inverter	1005	3770	0.0935
multi-input combinational	3164	32500	0.806
tap	1637	2050	0.0507
timing repair buffer	228	1990	0.0494
power by group through the flow:
stage	combinational, W	clock (W)	sequential [W]
4_1_cts	0.0163	0	0
5_1_grt	0.0182	0	0
how the worst max path moves through the flow:
| stage | startpoint | end | slack [ps] | cells after the start |
|---|---|---|---|---|
| CTS | alu_ctr[0] | zero | 500 | 42 |
| global route | alu_ctr[0] | zero | 10 | 42 |
| finish | alu_ctr[0] | zero | 800 | 40 |
stage by stage:
step           power, W  hold slack (ps)  utilization  area [um2]  setup WS, ps
2_1_floorplan    0.0108            10990            -       37600          1640
3_3_place_gp     0.0162            11850        0.326       40400           467
4_1_cts          0.0163            11830        0.326       40400           501
3_5_place_dp     0.0161            11830        0.326       40400           525
5_1_grt          0.0182            11910        0.326       40400          10.5
6_report         0.0163            11840        0.326       40400           796
repair_timing:
item                                    CTS  global route
endpoints found under the setup margin    0             1
gates resized                             0             1
setup buffers                             0             1
Power figures rest on the tool's default switching activity, not on a simulated workload.
