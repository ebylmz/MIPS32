`design/flow/design.v`:
```
module program_counter(
	output reg [31:0] pc,
	input beq,
	input bne,
	input zero,
	input j,
	input jr,
	input jal,
	input [31:0] branch_addr,	
	input [31:0] jump_addr_reg, 
	input [25:0] jump_addr_imm, 
	input clock,
	input reset);
	reg [31:0] pc_next = 32'h0;
	always @ (posedge clock) begin
		pc <= reset ? 32'h0 : pc_next;
	end 
	always @ (*) begin
		if ((beq & zero) | (bne & ~zero))
			pc_next = pc + 32'b1 + branch_addr;
		else if (jr)
			pc_next = jump_addr_reg; 
		else if (j | jal)
			pc_next = {pc[31:26], jump_addr_imm}; 
		else 
			pc_next = pc + 32'h1;
	end
endmodule 
```
`design/flow/run.sh`:
```
#!/bin/bash
# OpenROAD 26Q1-2900-gdf79404cd8, Yosys 0.63+post, stock flow scripts
make -C /OpenROAD-flow-scripts/flow DESIGN_CONFIG=/design/flow/config.mk WORK_HOME=/design/flow/orfs finish
```
`design/flow/config.mk`:
```
export PLATFORM = sky130hd
export DESIGN_NAME = program_counter
export DESIGN_NICKNAME = program_counter
export VERILOG_FILES = /design/flow/design.v
export SDC_FILE = /design/flow/constraint.sdc
export NUM_CORES = 4
export LEC_CHECK = 1
export CORE_UTILIZATION = 40
```
`design/flow/constraint.sdc`:
```
current_design program_counter

set clk_period 15.5
set clk_io_pct 0.2

create_clock -name clk0 -period $clk_period [get_ports {clock}]

set non_clock_inputs [all_inputs -no_clocks]
set_input_delay [expr $clk_period * $clk_io_pct] -clock clk0 $non_clock_inputs
set_output_delay [expr $clk_period * $clk_io_pct] -clock clk0 [all_outputs]
```
==> summary.txt <==
run metrics: outcome=completed, routed len/inst=17.8 um, DRT Pass-1 Iters=5, met2 Resource Use GR=0.469, Leak=2.32 nW, Worst Path Arrival=6.19 ns, vias in the first global route=4499, CP required=15.67 ns, period utilization=0.388, Core Region=9860 sq um, Post-synth ARST share=0, Avg Inst Size Synth=7.20 sq um, Die H=103 um, critical setup path kind=in -> reg, post-CTS sizing=0, first-pass GRT wire length=22900 um, Synth Seq Share=0.156, share of cells above drive strength 1=0.0407, # rows=36, Num CTS Buffers=5, critical path launch point type=input pin, combinational cell fraction of total power=0.569, P_int=0.259 mW, Switch Pwr=0.187 mW, Ant. Diodes=0, GR Util All Layers=0.291, RSZ-0062 raised after global routing=no, Root Driver=clkbuf_8, Vias=4596, worst-path fanout max=4, min Tclk post-route=6.02 ns, fillers=921, synthesized area=4110 sq um, Flop pwr share=0.263, Worst-path clk slew=0.08 ns, CP peak stage delay=0.42 ns, final setup violation count=0, Top reg by flops=pc, Clock power frac=0.168, Unique masters post-synth=62, gr busiest metal=met2, GR Util met3=0.0423, top post-synthesis cells by area=dfxtp_1 (16%), ha_1 (12%), xnor2_1 (7.7%), a21oi_1 (7.1%), nor2_1 (5.9%), switching fraction of total power=0.420, crit-path cells=clkdlybuf4s50_1 -> ha_1 -> fa_1 -> a21o_1 -> a311o_1 -> a32oi_1 -> nand2b_1 -> a21oi_1 -> o21ai_1 -> xnor2_1 -> o22ai_1, die area=10700 sq um, H-tree depth=2, reg2reg end=pc[28]$_SDFFE_PP0P_, RR Startpoint=pc[6]$_SDFF_PP0_, Util after Layout=0.566, clk latency of the worst-skew pair=0.30 ns, HP Start=pc[31]$_SDFFE_PP0P_, Worst Skew=0.00743 ns, grt ovf=0, final antenna-violating net count=0, number of flops mapped to enable cells by yosys=0, setup TNS=0 ns, Worst Setup EP=pc[28]$_SDFFE_PP0P_, RD Place Congestion=0.957, routed wire length=14600 um, synthesis-to-finish area growth=35.7%, final hold vios=0, Worst VDD drop=0.0416 mV, Ys Warns=1, CTS tree=built, Slew HR=0.525, biggest regs=pc: 32 flops, max reg flops=32, CP max stage cell=fa_1, critical path endpoint category=flop, OpenROAD warning count=33, R2R setup slack=11.37 ns, R2R depth=13, Worst Slack Setup Final=9.48 ns, vias per cell=5.60, cts-stage hold buffer count=0, Fmax=0.166 GHz, yosys stat cell total=571, critical path startpoint=branch_addr[0], Sink Count=32, HPWL after DPL=11300 um, Most used DFF post-synth=dfxtp_1, CTS Buffer Depth=2, Pwr Total=0.446 mW, Place WS=9.26 ns, ys flops=32, YS chip area=4110 sq um, GRT met1 Usage=0.422, most frequent cells in the layout=clkdlybuf4s50_1 (128), nand2_1 (64), nor2_1 (64), FP Core Util=0.417, Initial DRC Count=254, DR DRC count=0, pin count of the biggest net entering global routing=64, number of buffers added on ports=129, pwr dens=79.8 nW/um^2, Gate Count Post-Synth=571, Worst-Margin Slew=0.710 ns, Synth top area share=0.156, post-CTS setup buffers=0, DIE WIDTH=103 um, max cap viols=0, most frequent logic cell in the layout=clkdlybuf4s50_1, cell accounting for the most synthesized area=dfxtp_1, Slew Viols, Final=0, worst min path class=reg -> reg, initial antenna violation count=0, I/O pins=130
==> Yosys cell counts (5+ instances only) <==
library cell and n:
mux2i_1 13, xor2_1 23, nand3_1 18, a21oi_1 58
o31a_1 5, nand4_1 16, ha_1 39, a211oi_1 10
xnor2_1 36, a21o_1 13, clkbuf_1 21, and3_1 10
nor3_1 13, inv_1 11, dfxtp_1 32, o22ai_1 5
nand2_1 64, nor2_1 65, o21a_1 7, nor4_1 5
o21ai_0 37
==> metal layers <==
metal	routed length (um)	vias to the layer above
li1	-	2327
met5	0	-
met3	968	19
met4	257	0
met1	6830	2073
met2	6560	177
==> how the worst min path moves through the flow <==
stage,end,cells after the start,slack [ns]
final,pc[31]$_SDFFE_PP0P_,3,0.77
after global routing,pc[31]$_SDFFE_PP0P_,3,0.83
after CTS,pc[0]$_SDFF_PP0_,4,0.78
==> layout make-up <==
type                       instances  area (sq um)  share of cell area
clock buffer                       7          86.3              0.0155
tap                              133           166              0.0298
clock inverter                     1          7.51             0.00134
inverter                          11          41.3             0.00739
timing repair buffer             134          1320               0.237
multi-input combinational        503          3320               0.594
sequential                        32           641               0.115
==> power by group through the flow <==
stage,sequential (mW),combinational [mW],clock (mW)
after CTS,0.117,0.253,0.0763
final,0.117,0.254,0.0748
after global routing,0.120,0.282,0.0795
==> kinds of logic after synthesis <==
kind of cell               count (synthesis)  share of synthesized area
AOI/OAI and AO/OA                        172                      0.263
xor gates and xnor gates                  59                      0.126
adders and majority gates                 40                      0.123
buffers and inverters                     36                     0.0383
DFF                                       32                      0.156
muxes                                     14                     0.0344
and+or+nand+nor                          218                      0.260
==> through the flow <==
stage                     cells  hold slack, ns  area, sq um
after detailed placement    813           0.741         5490
after global placement      813           0.747         5490
after global routing        821           0.831         5580
final                       821           0.771         5580
after CTS                   821           0.783         5580
after floorplan             571           0.661         4110
==> worst max-delay path, delay by kind of cell <==
kind	cells	cell delay, ns
and+or+nand+nor	1	0.25
buffers and inverters	1	0.41
adders and majority gates	2	0.64
AOI/OAI and AO/OA	6	1.61
xor gates and xnor gates	1	0.16
Power is estimated from default activity; no workload was simulated.
