File: /design/flow/config.mk
export PLATFORM = sky130hd
export DESIGN_NAME = control_unit
export DESIGN_NICKNAME = control_unit
export VERILOG_FILES = /design/flow/design.v
export SDC_FILE = /design/flow/constraint.sdc
export NUM_CORES = 4
export LEC_CHECK = 1
export CORE_AREA = 10 10 70 70
export DIE_AREA = 0 0 80 80
File: /design/flow/constraint.sdc
current_design control_unit

set clk_period 3.4
set clk_io_pct 0.2

create_clock -name clk0 -period $clk_period

set non_clock_inputs [all_inputs -no_clocks]
set_input_delay [expr $clk_period * $clk_io_pct] -clock clk0 $non_clock_inputs
set_output_delay [expr $clk_period * $clk_io_pct] -clock clk0 [all_outputs]
File: /design/flow/design.v
module control_unit(
	output reg [2:0] alu_ctr,
	output alu_src,
	output beq,
	output bne,
	output j,
	output jr,
	output jal,
	output li,
	output hi_lo_write,
	output from_hi_lo,
	output sel_hi_lo,
	output mem_read,
	output mem_write,
	output mem_to_reg,
	output reg_dst,
	output reg_write,
	input [5:0] opcode,
	input [5:0] func);
	localparam 	ADD = 3'b000, 
					SUB = 3'b001, 
					MULT = 3'b010,
					AND = 3'b011, 
					OR = 3'b100, 
					SLT = 3'b101, 
					SRL = 3'b110, 
					SLL = 3'b111;
	wire is_r_type, is_i_type;
	wire is_add, is_sub, is_mult, is_slt, is_and, is_or, is_sll, is_srl, is_jr, is_mfhi, is_mflo; 
	wire is_addi, is_andi, is_ori, is_slti, is_sw, is_lw, is_li, is_beq, is_bne;
	wire is_j, is_jal;
	assign is_r_type = (opcode == 6'h00);
	assign is_lw = (opcode == 6'h23);
	assign is_sw = (opcode == 6'h2b);
	assign is_sub = (is_r_type & func == 6'h22);
	assign is_mult = (is_r_type  & func == 6'h18);
	assign is_jr = (is_r_type  & func == 6'h08);
	assign is_j = (opcode == 6'h02);
	assign is_jal = (opcode == 6'h03);
	assign is_mfhi = (is_r_type  & func == 6'h10);
	assign is_mflo = (is_r_type  & func == 6'h12);
	assign is_add = (is_r_type  & func == 6'h20);
	assign is_addi = (opcode == 6'h08);
	assign is_and = (is_r_type  & func == 6'h24);
	assign is_andi = (opcode == 6'h0c);
	assign is_sll = (is_r_type  & func == 6'h00);
	assign is_srl = (is_r_type  & func == 6'h02);
	assign is_or = (is_r_type  & func == 6'h25);
	assign is_ori = (opcode == 6'h0d);
	assign is_slt = (is_r_type  & func == 6'h2a);
	assign is_slti = (opcode == 6'h0a);
	assign is_beq = (opcode == 6'h04);
	assign is_bne = (opcode == 6'h05);
	assign is_li = (opcode == 6'h07);
	assign is_i_type = is_addi | is_andi | is_ori | is_slti | is_sw | is_lw | is_beq | is_bne | is_li;
	assign reg_dst = is_r_type; 
	assign beq = is_beq;
	assign bne = is_bne;
	assign mem_read = is_lw;
	assign mem_to_reg = is_lw; 
	assign mem_write = is_sw;
	assign alu_src = is_i_type & ~(is_beq | is_bne); 
	assign reg_write = (is_r_type & ~is_jr & ~is_mult) | (is_i_type & ~(is_beq | is_bne) | is_jal);
	assign j = is_j;
	assign jr = is_jr;
	assign jal = is_jal;
	assign li = is_li;
	assign hi_lo_write = is_mult;
	assign from_hi_lo = is_mfhi | is_mflo;
	assign sel_hi_lo = is_mfhi;
	always @ (*) begin		
		if (is_add | is_addi | is_lw | is_sw)
			alu_ctr = ADD;
		else if (is_sub | is_bne | is_beq)
			alu_ctr = SUB;
		else if (is_mult)
			alu_ctr = MULT;
		else if (is_and | is_andi)
			alu_ctr = AND;
		else if (is_or | is_ori)
			alu_ctr = OR;
		else if (is_slt | is_slti)
			alu_ctr = SLT;
		else if (is_srl)
			alu_ctr = SRL;
		else if (is_sll)
			alu_ctr = SLL;
		else
			alu_ctr = ADD;
	end
endmodule 
File: /design/flow/run.sh
#!/bin/bash
# OpenROAD 26Q1-2900-gdf79404cd8, Yosys 0.63+post, stock flow scripts
make -C /OpenROAD-flow-scripts/flow DESIGN_CONFIG=/design/flow/config.mk WORK_HOME=/design/flow/orfs finish
==> impl_metrics.env <==
# yosys + openroad results
export IMPL_wl_per_cell_um=12.1
export IMPL_crit_path_max_fanout=3
export IMPL_design_power_total_mw=0.0667
export IMPL_synth_cell_type_count=34
export IMPL_synthesis_area_per_instance_sq_um=6.43
export IMPL_final_min_clock_period_ns=3.29
export IMPL_timing_critical_path_slowest_cell_delay_ns=0.46
export IMPL_final_setup_worst_slack_ns=0.112
export IMPL_num_io_pins=30
export IMPL_coreArea_sq_um=3420
export IMPL_post_synthesis_instance_total=63
export IMPL_power_share_sequential=0
export IMPL_synth_area_sq_um=405
export IMPL_drive_gt1_frac=0.200
export IMPL_chipHeight_um=80
export IMPL_setup_violations_final=0
export IMPL_final_min_period_over_clock_period=0.967
export IMPL_cp_end_kind="output pin"
export IMPL_die_area_sq_um=6400
export IMPL_fin_hold_ws_ns=1.95
export IMPL_critPathMostFrequentCell="clkdlybuf4s50_1"
export IMPL_drc_markers=0
export IMPL_sequential_cell_area_sq_um=0
export IMPL_grt_start_max_net_pins=11
export IMPL_cp_arrival_ns=2.61
export IMPL_worst_pin_slew_ns=0.407
export IMPL_place_detailed_hpwl_um=1470
export IMPL_area_growth_from_synthesis_to_layout_pct=112
export IMPL_report_final_slew_viol_count=0
export IMPL_first_global_vias=576
export IMPL_clock_buffers=0
export IMPL_globalplace_congestion=0.918
export IMPL_finalHoldViolations=0
export IMPL_power_net_switching_mw=0.0297
export IMPL_power_density_nw_per_um2=77.5
export IMPL_diodes=0
export IMPL_place_port_buffers=30
export IMPL_stage_log_warnings=32
export IMPL_core_rowCount=21
export IMPL_ant_nets=0
export IMPL_irDropWorstVdd_v=0.0000146
export IMPL_grt_overflow=0
export IMPL_worstPathCellList="clkdlybuf4s50_1 > or4_4 > nor3_4 > and4b_1 > and2b_1 > clkdlybuf4s50_1"
export IMPL_cp_slowest_cell="or4_4"
export IMPL_cts_hold_fix_buffers=0
export IMPL_vias=626
export IMPL_leakagePower_nw=0.374
export IMPL_timing_hold_worst_class="primary input to output pin"
export IMPL_result_of_the_run="completed"
export IMPL_max_cap_viol_count=0
export IMPL_power_switching_fraction=0.445
export IMPL_ys_cells=63
export IMPL_seq_area_frac_synth=0
export IMPL_fp_util=0.119
export IMPL_num_fill_cells=371
export IMPL_intPower_mw=0.0370
export IMPL_route_detailed_vias_per_inst=4.29
export IMPL_worst_ep_required_time_ns=2.72
export IMPL_pre_cts_ws_ns=-0.0323
export IMPL_routed_wl_um=1770
export IMPL_fmax_mhz=304
export IMPL_dr_first_iter_drc_count=64
export IMPL_power_share_clock=0
export IMPL_slew_headroom=0.727
export IMPL_crit_path_start_kind="primary input"
export IMPL_wire_length_of_the_first_global_routing_pass_um=2630
export IMPL_timing_setup_critical_path_class="primary input to output pin"
export IMPL_fp_dieW_um=80
export IMPL_pre_repair_dr_iteration_count=4
export IMPL_count_of_flip_flops_and_latches=0
export IMPL_ys_warn_count=1
export IMPL_antenna_found_initial=0
export IMPL_cts_setup_buffers=0
export IMPL_power_share_combinational=1.000
export IMPL_grt_total_usage=0.0480
export IMPL_ys_area_sq_um=405
[worst max-delay path, delay by kind of cell]
kind | cells | cell delay, ns
simple gates | 4 | 1.03
buf+inv | 2 | 0.89
[through the flow]
stage | instance area [sq um] | std cells | utilization | TNS (ns)
after global placement | 830 | 146 | 0.243 | -0.0774
after CTS | 830 | 146 | 0.243 | 0
final | 861 | 146 | 0.252 | 0
after global routing | 861 | 146 | 0.252 | -0.00234
after detailed placement | 830 | 146 | 0.243 | -0.0482
after floorplan | 405 | 63 | - | 0
[layer usage]
layer  GRT usage  vias up  wire, um
met3      0.0114        2       194
met2      0.0803       32       711
met4     0.00528        0        18
met5           0        -         0
li1            -      318         -
met1      0.0626      274       843
[synthesized netlist by cell type (2+ instances only)]
| cell type | n | share of area |
|---|---|---|
| nand2_1 | 6 | 0.056 |
| nand2b_1 | 3 | 0.046 |
| or2_2 | 2 | 0.031 |
| a21oi_1 | 3 | 0.037 |
| clkbuf_1 | 3 | 0.028 |
| and4b_1 | 2 | 0.049 |
| o21ai_0 | 2 | 0.025 |
| nor2_1 | 9 | 0.083 |
| nor3_1 | 5 | 0.062 |
| and3_1 | 2 | 0.031 |
| nor3b_1 | 3 | 0.056 |
[power by group through the flow]
stage     logic, mW  registers [mW]  clock network (mW)
6_report     0.0667               0                   0
4_1_cts      0.0651               0                   0
5_1_grt      0.0725               0                   0
[cell families (layout without fill, tap and decap cells)]
family          Yosys count  count (layout)  share of synthesized area
buf+inv                   5              42                     0.0586
simple gates             43              43                      0.648
xor+xnor                  1               1                     0.0216
compound gates           13              13                      0.247
mux                       1               1                     0.0247
[worst paths after layout]
kind | from | to | slack, ns | cells past startpoint
max | opcode[5] | sel_hi_lo | 0.11 | 6
min | opcode[2] | alu_ctr[0] | 1.95 | 6
[area by class of cell]
class | instances | area [sq um] | share of cell area
multi-input combinational | 58 | 400 | 0.465
tap | 46 | 57.6 | 0.0669
timing repair buffer | 42 | 403 | 0.468
[layout by cell type, fill, tap and decap left out, drive strengths merged]
master         count
and4b              2
nor2b              1
nor2               9
nor3b              3
o21ai              2
a211o              1
xor2               1
or4b               1
buf               12
o22ai              1
and2b              1
or2                2
or4                1
and3               2
o311ai             1
mux2i              1
nand2              6
clkdlybuf4s50     25
and2               1
a32oi              1
nand4b             1
o2111ai            1
dlymetal6s2s       5
nor4bb             1
nor3               6
nor4               1
o41ai              1
a32o               1
a21oi              3
nand3              1
nand3b             1
nand2b             3
a31oi              1
[what timing repair did]
action	in CTS	in global routing
setup endpoints to repair	2	5
resized	0	8
pin swaps	1	3
